$ cat flow/run.sh
#!/bin/bash
# OpenROAD 26Q1-2900-gdf79404cd8, Yosys 0.63+post, stock flow scripts
make -C /OpenROAD-flow-scripts/flow DESIGN_CONFIG=/design/flow/config.mk WORK_HOME=/design/flow/orfs finish
$ cat flow/constraint.sdc
current_design Axi4LiteParams

set clk_period 6.1
set clk_io_pct 0.2

create_clock -name clk0 -period $clk_period [get_ports {s_axi_aclk}]

set non_clock_inputs [all_inputs -no_clocks]
set_input_delay [expr $clk_period * $clk_io_pct] -clock clk0 $non_clock_inputs
set_output_delay [expr $clk_period * $clk_io_pct] -clock clk0 [all_outputs]
$ cat flow/config.mk
export PLATFORM = sky130hd
export DESIGN_NAME = Axi4LiteParams
export DESIGN_NICKNAME = Axi4LiteParams
export VERILOG_FILES = /design/flow/design.v
export SDC_FILE = /design/flow/constraint.sdc
export NUM_CORES = 4
export LEC_CHECK = 1
export CORE_AREA = 10 10 473 473
export DIE_AREA = 0 0 483 483
$ cat flow/design.v
module Axi4LiteParams (
    input  wire  s_axi_aclk,
    input  wire  s_axi_aresetn,
    input  wire  [ 7 : 0]   s_axi_awaddr,
    input  wire  [ 2 : 0]   s_axi_awprot,
    input  wire             s_axi_awvalid,
    output logic            s_axi_awready,
    input  wire  [31 : 0]   s_axi_wdata,
    input  wire  [ 3 : 0]   s_axi_wstrb,
    input  wire             s_axi_wvalid,
    output logic            s_axi_wready,
    output logic [ 1 : 0]   s_axi_bresp,
    output logic            s_axi_bvalid,
    input  wire             s_axi_bready,
    input  wire  [ 7 : 0]   s_axi_araddr,
    input  wire  [ 2 : 0]   s_axi_arprot,
    input  wire             s_axi_arvalid,
    output logic            s_axi_arready,
    output logic [31 : 0]   s_axi_rdata,
    output logic [1 : 0]    s_axi_rresp,
    output logic            s_axi_rvalid,
    input  wire             s_axi_rready,
    output logic [39 : 0]   acc_cnt_A,
    output logic [39 : 0]   acc_cnt_C,
    output logic [39 : 0]   acc_cnt_G,
    output logic [39 : 0]   acc_cnt_T,
    output logic [39 : 0]   pri_pos,
    output logic [39 : 0]   bwt_len,
    output logic [15 : 0]   min_mlen,
    output logic [15 : 0]   sf_mlen,
    output logic [39 : 0]   sf_max_intv,
    output logic [15 : 0]   rs_min_mlen,
    output logic [39 : 0]   rs_max_intv,
    output logic            params_update,
    output logic [31:0]     reg_rsv0,
    output logic [31:0]     reg_rsv1,
    output logic [31:0]     reg_rsv2,
    output logic [31:0]     reg_rsv3,
    output logic [31:0]     reg_rsv4,
    output logic [31:0]     reg_rsv5,
    output logic [31:0]     reg_rsv6,
    output logic [31:0]     reg_rsv7,
    output logic [31:0]     reg_rsv8,
    output logic [30:0]     ud_rsv,   
    input  wire  [31:0]     down_fifo_dc,
    input  wire  [31:0]     up_fifo_dc,
    input  wire  [31:0]     in_rsv0,
    input  wire  [31:0]     in_rsv1,
    input  wire  [31:0]     in_rsv2,
    input  wire  [31:0]     in_rsv3,
    input  wire  [31:0]     in_rsv4,
    input  wire  [31:0]     in_rsv5,
    input  wire  [31:0]     in_rsv6,
    input  wire  [31:0]     in_rsv7,
    input  wire  [31:0]     in_rsv8
);
    localparam logic [5:0] reg_bwt_len0      =  0;
    localparam logic [5:0] reg_bwt_len1      =  1;
    localparam logic [5:0] reg_pri_pos0      =  2;
    localparam logic [5:0] reg_pri_pos1      =  3;
    localparam logic [5:0] reg_acc_cnt_A0    =  4;
    localparam logic [5:0] reg_acc_cnt_A1    =  5;
    localparam logic [5:0] reg_acc_cnt_C0    =  6;
    localparam logic [5:0] reg_acc_cnt_C1    =  7;
    localparam logic [5:0] reg_acc_cnt_G0    =  8;
    localparam logic [5:0] reg_acc_cnt_G1    =  9;
    localparam logic [5:0] reg_acc_cnt_T0    = 10;
    localparam logic [5:0] reg_acc_cnt_T1    = 11;
    localparam logic [5:0] reg_min_mlen      = 12;
    localparam logic [5:0] reg_sf_mlen       = 13;
    localparam logic [5:0] reg_sf_max_intv0  = 14;
    localparam logic [5:0] reg_sf_max_intv1  = 15;
    localparam logic [5:0] reg_rs_min_mlen   = 16;
    localparam logic [5:0] reg_rs_max_intv0  = 18;
    localparam logic [5:0] reg_rs_max_intv1  = 19;
    localparam logic [5:0] reg_params_update = 20;
    localparam logic [5:0] reg_down_fifo_d   = 21;
    localparam logic [5:0] reg_up_fifo_dc    = 22;
    localparam logic [5:0] reg_reserve0      = 23;
    localparam logic [5:0] reg_reserve1      = 24;
    localparam logic [5:0] reg_reserve2      = 25;
    localparam logic [5:0] reg_reserve3      = 26;
    localparam logic [5:0] reg_reserve4      = 27;
    localparam logic [5:0] reg_reserve5      = 28;
    localparam logic [5:0] reg_reserve6      = 29;
    localparam logic [5:0] reg_reserve7      = 30;
    localparam logic [5:0] reg_reserve8      = 31;
    wire clk = s_axi_aclk;
    wire rst = ~s_axi_aresetn;
    logic regs_wr, regs_rd;
    assign s_axi_awready = 1'b1;     
    logic [5 : 0] waddr_reg;    
    always_ff@(posedge s_axi_aclk) begin
        if(rst) waddr_reg <= '0;
        else if(s_axi_awvalid) waddr_reg <= s_axi_awaddr[7 : 2];
    end
    assign regs_wr = s_axi_wvalid & s_axi_wready;
    always_ff@(posedge clk) begin
        if(rst) s_axi_wready <= 1'b0;
        else if(s_axi_awvalid) s_axi_wready <= 1'b1;           
        else if(s_axi_wvalid & s_axi_wready) s_axi_wready <= 1'b0;  
    end
    assign s_axi_bresp = 2'b00;      
    always_ff@(posedge clk) begin
        if(rst) s_axi_bvalid <= 1'b0;
        else if(s_axi_wvalid & s_axi_wready) s_axi_bvalid <= 1'b1; 
        else if(s_axi_bvalid & s_axi_bready) s_axi_bvalid <= 1'b0; 
    end
    logic [5 : 0] raddr_reg;
    always_ff@(posedge clk) begin
        if(rst) raddr_reg <= 1'b0;
        else if(s_axi_arvalid) raddr_reg <= s_axi_araddr[7 : 2];
    end
    always_ff@(posedge clk) begin
        if(rst) s_axi_arready <= 1'b0;
        else if(s_axi_arvalid & ~s_axi_arready) s_axi_arready <= 1'b1;             
        else if(s_axi_arvalid & s_axi_arready) s_axi_arready <= 1'b0; 
    end
    assign regs_rd = s_axi_arvalid & s_axi_arready;
    assign s_axi_rresp = 2'b00;      
    always_ff@(posedge clk) begin
        if(rst) s_axi_rvalid <= 1'b0;
        else if(regs_rd) s_axi_rvalid <= 1'b1;
        else if(s_axi_rvalid & s_axi_rready) s_axi_rvalid <= 1'b0;
    end
    always_ff@(posedge clk) begin
        if(rst) s_axi_rdata <= '0;
        else if(regs_rd) begin
            case(raddr_reg)
            reg_bwt_len0     : s_axi_rdata <= bwt_len    [31:0] ;
            reg_bwt_len1     : s_axi_rdata <= bwt_len    [39:32];
            reg_pri_pos0     : s_axi_rdata <= pri_pos    [31:0] ;
            reg_pri_pos1     : s_axi_rdata <= pri_pos    [39:32];
            reg_acc_cnt_A0   : s_axi_rdata <= acc_cnt_A  [31:0] ;
            reg_acc_cnt_A1   : s_axi_rdata <= acc_cnt_A  [39:32];
            reg_acc_cnt_C0   : s_axi_rdata <= acc_cnt_C  [31:0] ;
            reg_acc_cnt_C1   : s_axi_rdata <= acc_cnt_C  [39:32];
            reg_acc_cnt_G0   : s_axi_rdata <= acc_cnt_G  [31:0] ;
            reg_acc_cnt_G1   : s_axi_rdata <= acc_cnt_G  [39:32];
            reg_acc_cnt_T0   : s_axi_rdata <= acc_cnt_T  [31:0] ;
            reg_acc_cnt_T1   : s_axi_rdata <= acc_cnt_T  [39:32];
            reg_min_mlen     : s_axi_rdata <= min_mlen          ;
            reg_sf_mlen      : s_axi_rdata <= sf_mlen           ;
            reg_sf_max_intv0 : s_axi_rdata <= sf_max_intv[31:0] ;
            reg_sf_max_intv1 : s_axi_rdata <= sf_max_intv[39:32];
            reg_rs_min_mlen  : s_axi_rdata <= rs_min_mlen       ;
            reg_rs_max_intv0 : s_axi_rdata <= rs_max_intv[31:0] ;
            reg_rs_max_intv1 : s_axi_rdata <= rs_max_intv[39:32];
            reg_params_update: s_axi_rdata <= '0                ;
            reg_down_fifo_d  : s_axi_rdata <= down_fifo_dc      ;
            reg_up_fifo_dc   : s_axi_rdata <= up_fifo_dc        ;
            reg_reserve0     : s_axi_rdata <= in_rsv0           ;
            reg_reserve1     : s_axi_rdata <= in_rsv1           ;
            reg_reserve2     : s_axi_rdata <= in_rsv2           ;
            reg_reserve3     : s_axi_rdata <= in_rsv3           ;
            reg_reserve4     : s_axi_rdata <= in_rsv4           ;
            reg_reserve5     : s_axi_rdata <= in_rsv5           ;
            reg_reserve6     : s_axi_rdata <= in_rsv6           ;
            reg_reserve7     : s_axi_rdata <= in_rsv7           ;
            reg_reserve8     : s_axi_rdata <= in_rsv8           ;
            default          : s_axi_rdata <= '0                ;
            endcase  
        end
    end
    always_ff@(posedge clk) begin
        if(rst) begin
            bwt_len     <= '0;
            pri_pos     <= '0;
            acc_cnt_A   <= '0;
            acc_cnt_C   <= '0;
            acc_cnt_G   <= '0;
            acc_cnt_T   <= '0;
            min_mlen    <= '0;
            sf_mlen     <= '0;
            sf_max_intv <= '0;
            rs_min_mlen <= '0;
            rs_max_intv <= '0;
            reg_rsv0    <= '0;
            reg_rsv1    <= '0;
            reg_rsv2    <= '0;
            reg_rsv3    <= '0;
            reg_rsv4    <= '0;
            reg_rsv5    <= '0;
            reg_rsv6    <= '0;
            reg_rsv7    <= '0;
            reg_rsv8    <= '0;
        end
        else if(regs_wr) begin
            case(waddr_reg)
            reg_bwt_len0     : bwt_len    [31:0]  <= s_axi_wdata[31:0];
            reg_bwt_len1     : bwt_len    [39:32] <= s_axi_wdata[ 7:0];
            reg_pri_pos0     : pri_pos    [31:0]  <= s_axi_wdata[31:0];
            reg_pri_pos1     : pri_pos    [39:32] <= s_axi_wdata[ 7:0];
            reg_acc_cnt_A0   : acc_cnt_A  [31:0]  <= s_axi_wdata[31:0];
            reg_acc_cnt_A1   : acc_cnt_A  [39:32] <= s_axi_wdata[ 7:0];
            reg_acc_cnt_C0   : acc_cnt_C  [31:0]  <= s_axi_wdata[31:0];
            reg_acc_cnt_C1   : acc_cnt_C  [39:32] <= s_axi_wdata[ 7:0];
            reg_acc_cnt_G0   : acc_cnt_G  [31:0]  <= s_axi_wdata[31:0];
            reg_acc_cnt_G1   : acc_cnt_G  [39:32] <= s_axi_wdata[ 7:0];
            reg_acc_cnt_T0   : acc_cnt_T  [31:0]  <= s_axi_wdata[31:0];
            reg_acc_cnt_T1   : acc_cnt_T  [39:32] <= s_axi_wdata[ 7:0];
            reg_min_mlen     : min_mlen           <= s_axi_wdata[15:0];
            reg_sf_mlen      : sf_mlen            <= s_axi_wdata[15:0];
            reg_sf_max_intv0 : sf_max_intv[31:0]  <= s_axi_wdata[31:0];
            reg_sf_max_intv1 : sf_max_intv[39:32] <= s_axi_wdata[ 7:0];
            reg_rs_min_mlen  : rs_min_mlen        <= s_axi_wdata[15:0];
            reg_rs_max_intv0 : rs_max_intv[31:0]  <= s_axi_wdata[31:0];
            reg_rs_max_intv1 : rs_max_intv[39:32] <= s_axi_wdata[ 7:0];
            reg_reserve0     : reg_rsv0           <= s_axi_wdata[31:0];
            reg_reserve1     : reg_rsv1           <= s_axi_wdata[31:0];
            reg_reserve2     : reg_rsv2           <= s_axi_wdata[31:0];
            reg_reserve3     : reg_rsv3           <= s_axi_wdata[31:0];
            reg_reserve4     : reg_rsv4           <= s_axi_wdata[31:0];
            reg_reserve5     : reg_rsv5           <= s_axi_wdata[31:0];
            reg_reserve6     : reg_rsv6           <= s_axi_wdata[31:0];
            reg_reserve7     : reg_rsv7           <= s_axi_wdata[31:0];
            reg_reserve8     : reg_rsv8           <= s_axi_wdata[31:0];
            endcase  
        end
    end
    always_ff @(posedge clk) begin : proc_ud
        if(rst) begin
            {ud_rsv, params_update} <= '0;
        end
        else if(regs_wr && waddr_reg == reg_params_update) begin
            {ud_rsv, params_update} <= s_axi_wdata;
        end
        else begin
            {ud_rsv, params_update} <= '0;
        end
    end
endmodule
==> reports/metrics.cfg <==
[final_layout]
seq_area_mm2=0.01474
final_layout_size_suffix_gt1_frac=0.09173
fin_area_mm2=0.05019
area_delta_synth_final_pct=56.11
nFillCells=22836
logic_area_mm2=0.01601

[place]
portBuffers=1126
placed_area_mm2=0.04683
hpwl_um=219900
gp_congestion=0.9784

[synth]
synthArstFlopShare=0
syn_inst=3857
top_cells_by_area=dfxtp_1 (46%), nand2_1 (15%), a21boi_0 (13%)
ys_types=67
yosysTopAreaCell=dfxtp_1
synth.most_common_cell=nand2_1
yosysSeqAreaShare=0.4583
synth_flops=736
synth_top_area_share=0.4583
flop_cell=dfxtp_1
edf_count=0
syn_area_per_cell_um2=8.336
ys_area_mm2=0.03215
netlist_area_mm2=0.03215
yosys_cells=3857
common_cells=nand2_1 (1,291), dfxtp_1 (736), a21boi_0 (578)
yosys_warnings=1

[clock_network]
ctsResizeCount=0
clock_sinks=736
worst_skew_pair.late_latency_ps=760
tritoncts=yes
cts.hold.buffers_added=0
cts_made_buffers=94
cts-htree-levels=3
cts_setup_buffers=0
cts.root.buffer_cell=clkbuf_16
clockBufferDepth=3
path_clk_slew_ps=60

[setup_path]
cp-end-kind=flop
slowest_stage=a222oi_1
critPathKind=reg2reg
cpPeakStageDelay_ps=790
worstPathArrival_ps=4720
cp_cell_sequence=buf_4, nand2b_1, nor2_4, buf_4, a222oi_1, buf_4, nand3_1, nor3_1, a22oi_1
cp_common_cell=buf_4
path_max_fanout=19
critPathRequiredTime_ps=6660
worst_setup_path_start_kind=flop

[pwr]
p_leak_nw=15.94
ir_drop_mv=0.2219
powerDensity_mw_per_mm2=234.0

[floorplanning]
initCoreUtil=0.1511
fp-row-count=169
die_area_mm2=0.2333
dieHeight_um=483
io_pins=1146
core_area_mm2=0.2127
die_w_um=483

[global_routing]
grt_pass1_vias=34248
grt_pass1_wl_um=362900
antenna_found_initial=82
grt_max_degree=166
overflow=0
track_usage=0.2371

[routing]
drtIter0Drc=3599
drt-wirelength-per-cell_um=36.18
vias_per_cell=4.566
firstDrtPassIters=6
drc=0
ant_nets=1
num_vias=35887
wirelength_um=284400

[timing]
fin_worst_skew_ps=63.15
fmax_mhz=240.3
worst_pin_slew_ps=1185
hold_viol=0
relSlewSlack=0.2100
rsz0062_at_grt=false
final-max-slew-violation-count=0
setup_viol=0
setup_tns_ps=0
timing.final.crit_share=0.6821
timing.final.crit_period_ps=4161

[flow_run]
drv_cap=0
warning_count=46

[run_status]
status=finished with violations
violations=antenna violations

[min_path]
hold_path_class=reg2reg

[cell type report]
cell class | count | area share
well taps | 2821 | 0.07032
clock inverters | 42 | 0.009797
clock buffers | 132 | 0.05435
diodes | 56 | 0.002792
inverters | 1 | 0.00007479
repair buffers | 1307 | 0.2501
multi-input cells | 2764 | 0.3189
flip-flops and latches | 736 | 0.2937
[worst paths after layout]
| check | to | start | slack [ps] | depth (start not counted) |
|---|---|---|---|---|
| hold reg to reg | s_axi_rdata[26] | s_axi_rdata[26] | 450 | 2 |
| hold / removal | s_axi_rdata[26] | s_axi_rdata[26] | 450 | 2 |
| setup / recovery | s_axi_rdata[13] | raddr_reg[2] | 1940 | 9 |
| setup reg to reg | s_axi_rdata[13] | raddr_reg[2] | 1940 | 9 |
[routing by layer]
layer  vias up  share of wire  GRT usage
met3       500           0.13     0.1155
li1      15333              -          -
met1     17564           0.38     0.2893
met4        22          0.064     0.1232
met2      2468           0.42     0.3453
met5         -        0.00053          0
[logic make-up after synthesis]
group           synth area share
other cells            0.0002336
flops                     0.4583
compound gates            0.2320
simple gates              0.2224
mux                      0.03530
xor+xnor               0.0005449
buf+inv                  0.05125
[power by group]
group          internal (W)  switching, W
sequential          0.00483     0.0000272
clock               0.00336       0.00250
combinational      0.000397      0.000631
total               0.00858       0.00316
[stage by stage]
step / total power [W] / std cells / setup WS (ps) / util / hold WS (ps)
final: 0.01175 / 7859 / 1939 / 0.2359 / 449.0
after global routing: 0.01204 / 7824 / 1745 / 0.2355 / 478.6
after CTS: 0.01187 / 7803 / 1918 / 0.2353 / 455.1
after detailed placement: 0.005977 / 7629 / 1685 / 0.2202 / 446.5
after global placement: 0.005976 / 7628 / 1438 / 0.2201 / 441.7
after floorplan: 0.005269 / 3860 / 3373 / - / 401.4
[cells in the final DEF, fill, tap and decap left out, types with 18 or more instances in the layout]
cell             netlist  routed
mux2_2                19      19
nor2_1                41      27
clkinv_2               0      18
nor2b_1               77      77
dfxtp_1              736     732
nor3_1                35      30
clkdlybuf4s50_1        0    1106
nand2_1             1291    1281
a22oi_1              258     258
buf_2                 69      19
a21boi_0             578     578
nand4_1               19      19
clkbuf_8               0      19
buf_4                 24     180
clkbuf_16              0      96
mux2i_1               92      92
nor2_4                 7      24
nand3_1               67      66
and2_1                36      36
a21boi_1              31      30
diode_2                0      56
[worst max-delay path, delay by kind of cell (launching register included)]
family	cells	cell delay, ps
flip-flops	1	640
AND-OR/OR-AND	2	940
AND/OR/NAND/NOR	4	1310
buffers and inverters	3	1060
No activity file was given, so power comes from the tool's default toggle rates.
